[flow/constraint.sdc]
current_design Pipelining_go_back

set clk_period 1.0
set clk_io_pct 0.2

create_clock -name clk0 -period $clk_period [get_ports {Clk}]

set non_clock_inputs [all_inputs -no_clocks]
set_input_delay [expr $clk_period * $clk_io_pct] -clock clk0 $non_clock_inputs
set_output_delay [expr $clk_period * $clk_io_pct] -clock clk0 [all_outputs]
[flow/config.mk]
export PLATFORM = sky130hd
export DESIGN_NAME = Pipelining_go_back
export DESIGN_NICKNAME = Pipelining_go_back
export VERILOG_FILES = /design/flow/design.v
export SDC_FILE = /design/flow/constraint.sdc
export NUM_CORES = 4
export LEC_CHECK = 1
export CORE_AREA = 10 10 70 70
export DIE_AREA = 0 0 80 80
[flow/design.v]
module Pipelining_go_back (Clk,Rst,C,result);
  input Clk,Rst;
  parameter N=16;
  input [N-1:0] C;
  output reg [N-1:0] result;
  parameter LOG_N = 8;  
  reg [LOG_N-1:0] h;
  reg [LOG_N-1:0] q;
  reg [N-1:0] R;
  reg [N-1:0] temp_C;
  integer i;
  always @(posedge Clk)
  begin
  if (Rst)
    begin
    h = LOG_N;
    q = 8;
    R = 0;
    temp_C = 'd0;
    end
  else
   begin
    h = LOG_N;
    q = 8;
    R = 0;
    temp_C = C;
    end
    for (i = 0; i >= LOG_N; i = i - 1) 
    begin
      if (q >= (2**i)) 
      begin
        R = C << (8 * (2**i));
        temp_C = R ^ temp_C;
        q = q - (2**i);
      end
    end
    result = temp_C;
  end
endmodule
[flow/run.sh]
#!/bin/bash
# OpenROAD 26Q1-2900-gdf79404cd8, Yosys 0.63+post, stock flow scripts
make -C /OpenROAD-flow-scripts/flow DESIGN_CONFIG=/design/flow/config.mk WORK_HOME=/design/flow/orfs finish
==> impl_metrics.xml <==
<?xml version="1.0" encoding="UTF-8"?>
<metrics>
  <group name="cells_and_area">
    <metric name="num-fill-cells" unit="">371</metric>
    <metric name="seq_area" unit="µm²">332</metric>
    <metric name="layout.cell_area.non_filler" unit="µm²">855</metric>
    <metric name="post_route_cells_drive_above_1_share" unit="%">49.3</metric>
    <metric name="combGateArea" unit="µm²">133</metric>
    <metric name="syn2layout_area_growth" unit="%">84.1</metric>
    <metric name="instances_no_fill" unit="">115</metric>
    <metric name="largest_reg_flops" unit="">16</metric>
  </group>
  <group name="routing">
    <metric name="drtIter0Drc" unit="">2</metric>
    <metric name="antenna_left" unit="">0</metric>
    <metric name="dr_total_vias" unit="">343</metric>
    <metric name="route.antenna.diode_count" unit="">0</metric>
    <metric name="drt_pre_antenna_iters" unit="">2</metric>
    <metric name="route.detailed.wl_per_inst" unit="µm">9.97</metric>
    <metric name="drc" unit="">0</metric>
    <metric name="m1WireLength" unit="µm">401</metric>
    <metric name="metal2_wl" unit="µm">516</metric>
    <metric name="post_drt_via_cell_ratio" unit="">2.98</metric>
    <metric name="finalWirelength" unit="mm">1.15</metric>
    <metric name="met3WireLength" unit="µm">227</metric>
    <metric name="route.top_layer_used" unit="">met3</metric>
  </group>
  <group name="clock_network">
    <metric name="root_buffer" unit="">clkbuf_4</metric>
    <metric name="cts_buffer_count" unit="">3</metric>
    <metric name="clk_transition_reported_paths" unit="ps">70</metric>
    <metric name="cts_htree_levels" unit="">1</metric>
    <metric name="cts-root-to-sink-buffers" unit="">2</metric>
    <metric name="clock_tree_from_tritoncts" unit="">yes</metric>
    <metric name="cts.sink_count" unit="">16</metric>
  </group>
  <group name="run_status">
    <metric name="outcome" unit="">finished, final reports clean</metric>
  </group>
  <group name="place">
    <metric name="hpwlAfterDp" unit="mm">1.02</metric>
    <metric name="place.port_buffers" unit="">33</metric>
    <metric name="dp_worst_setup_slack" unit="ps">-186</metric>
    <metric name="gp_routability_congestion" unit="">0.683</metric>
    <metric name="placed_cell_count" unit="">112</metric>
    <metric name="placement.cell_area" unit="µm²">861</metric>
  </group>
  <group name="global_route">
    <metric name="grt_overflow" unit="">0</metric>
    <metric name="global_route_wire_length_before_repair" unit="mm">1.81</metric>
    <metric name="grt_antenna_before_repair" unit="">0</metric>
    <metric name="grt_usage" unit="%">3.59</metric>
    <metric name="grt_pass1_vias" unit="">382</metric>
    <metric name="largest_net_degree_at_the_start_of_global_routing" unit="">11</metric>
  </group>
  <group name="run">
    <metric name="openroad.warnings" unit="">25</metric>
    <metric name="maxCapViolations" unit="">0</metric>
  </group>
  <group name="critical_path">
    <metric name="worstPathBufferInverterCount" unit="">1</metric>
    <metric name="critPathLaunch" unit="">result[14]$_SDFF_PP0_</metric>
    <metric name="critical_path.endpoint_type" unit="">output pin</metric>
    <metric name="critical_path_arrival" unit="ps">750</metric>
    <metric name="startpoint_type" unit="">flop</metric>
    <metric name="cpMaxStageDelayCell" unit="">dfxtp_1</metric>
    <metric name="required" unit="ps">800</metric>
    <metric name="largest_fanout_on_the_critical_path" unit="">1</metric>
    <metric name="end_of_the_critical_path" unit="">result[14]</metric>
    <metric name="critPathKind" unit="">flop to output pin</metric>
    <metric name="critical-path-top-delay-family" unit="">flip-flops</metric>
    <metric name="critical_path.cell_chain" unit="">clkdlybuf4s15_1</metric>
    <metric name="critical_path.max_stage_delay" unit="ps">320</metric>
    <metric name="critical_path_cell_count" unit="">1</metric>
  </group>
  <group name="final_timing">
    <metric name="setup_slack" unit="ps">52.9</metric>
    <metric name="max-slew-margin-rel" unit="%">83.7</metric>
    <metric name="hold_violations" unit="">0</metric>
    <metric name="unrepaired_setup_endpoints_after_global_routing" unit="">no</metric>
    <metric name="hold_slack" unit="ps">479</metric>
    <metric name="timing_worst_slew_pin_value" unit="ps">243</metric>
    <metric name="final_slew_viol_count" unit="">0</metric>
    <metric name="finalSetupViolCount" unit="">0</metric>
    <metric name="post-route-period-util" unit="%">94.7</metric>
    <metric name="final_period_minus_worst_setup_slack" unit="ps">947</metric>
    <metric name="max_freq" unit="MHz">1060</metric>
  </group>
  <group name="synth">
    <metric name="synthesized_area_divided_by_synthesized_cell_count" unit="µm²">14.1</metric>
    <metric name="ys_cells" unit="">33</metric>
    <metric name="synth_top_cell_by_count" unit="">dfxtp_1</metric>
    <metric name="synth-async-reset-ratio" unit="%">0</metric>
    <metric name="yosys.cell_types.count" unit="">5</metric>
    <metric name="post_syn_area" unit="µm²">464</metric>
    <metric name="ys_seq_elements" unit="">16</metric>
    <metric name="yosysSeqAreaShare" unit="%">69.0</metric>
    <metric name="top_area_cell" unit="">dfxtp_1</metric>
    <metric name="yosys_warnings" unit="">1</metric>
    <metric name="post_synthesis_chip_area_from_yosys" unit="µm²">464</metric>
    <metric name="flip_flops_with_a_built_in_enable" unit="">0</metric>
    <metric name="post_synth_most_frequent_cells" unit="">dfxtp_1, nor2b_2, and2b_2</metric>
    <metric name="ys_top_cells_by_area" unit="">dfxtp_1, nor2b_2, and2b_2</metric>
    <metric name="synthCells" unit="">33</metric>
    <metric name="postSynth.topFlopCell" unit="">dfxtp_1</metric>
    <metric name="top_cell_area_share" unit="%">69.0</metric>
  </group>
  <group name="floorplan">
    <metric name="pin_count" unit="">34</metric>
    <metric name="die-height" unit="µm">80</metric>
    <metric name="fp.dieArea" unit="µm²">6400</metric>
    <metric name="die.size.x" unit="µm">80</metric>
    <metric name="fp_util" unit="%">13.6</metric>
    <metric name="rows" unit="">21</metric>
    <metric name="coreArea" unit="µm²">3420</metric>
  </group>
  <group name="min_path">
    <metric name="min-delay-path-class" unit="">primary input to flop</metric>
  </group>
  <group name="power_and_ir_drop">
    <metric name="max-vdd-ir-drop" unit="mV">0.599</metric>
    <metric name="power_density" unit="nW/µm²">1330</metric>
    <metric name="cellLeakagePower" unit="nW">0.356</metric>
  </group>
</metrics>
stage by stage:
| step | TNS (ps) | power, mW | utilization [%] |
|---|---|---|---|
| 2_1_floorplan | 0 | 0.724 | - |
| 3_3_place_gp | -2130 | 0.870 | 25.2 |
| 3_5_place_dp | -2600 | 0.872 | 25.2 |
| 4_1_cts | 0 | 1.17 | 26.0 |
| 5_1_grt | 0 | 1.21 | 25.0 |
| 6_report | 0 | 1.14 | 25.0 |
kinds of logic (layout without fill, tap and decap cells):
family	count (synthesis)	count (layout)	synth area share [%]
buf+inv	1	37	2.43
flops	16	16	69.0
simple gates	16	16	28.6
routing by layer:
| metal | vias up | GRT usage (%) |
|---|---|---|
| met3 | 0 | 3.18 |
| met5 | - | 0 |
| met4 | 0 | 0 |
| li1 | 173 | - |
| met1 | 147 | 3.33 |
| met2 | 23 | 6.18 |
what timing repair did:
| item | in CTS | in global routing |
|---|---|---|
| hold buffers | 0 | 0 |
| gates resized | 35 | 14 |
| pin swaps | 0 | 0 |
| setup endpoints to repair | 16 | 10 |
| setup buffers | 0 | 0 |
layout by cell type, fill, tap and decap left out, drive strengths merged:
cell	count
nor2b	10
clkdlybuf4s50	17
clkbuf	11
dfxtp	16
buf	1
clkdlybuf4s15	8
and2b	6
how the worst min path moves through the flow:
| stage | slack (ps) | to | depth (start not counted) | start |
|---|---|---|---|---|
| CTS | 470 | result[11]$_SDFF_PP0_ | 2 | C[11] |
| finish | 480 | result[11]$_SDFF_PP0_ | 2 | C[11] |
| global route | 470 | result[6]$_SDFF_PP0_ | 2 | C[6] |
power breakdown:
group | leakage [nW] | total, mW | switching [mW] | internal [mW]
Sequential | 0.136 | 0.682 | 0.00810 | 0.674
Clock | 0.0138 | 0.307 | 0.168 | 0.139
Combinational | 0.207 | 0.148 | 0.0299 | 0.118
layout make-up:
cell class | count | area share [%]
well taps | 46 | 6.73
flip-flops and latches | 16 | 38.8
repair buffers | 34 | 36.3
multi-input cells | 16 | 15.5
clock buffers | 3 | 2.64
Power is estimated from default activity; no workload was simulated.
