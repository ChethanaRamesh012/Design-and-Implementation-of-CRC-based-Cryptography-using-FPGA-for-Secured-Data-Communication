==> constraint.sdc <==
current_design Regis

set clk_period 1.0
set clk_io_pct 0.2

create_clock -name clk0 -period $clk_period [get_ports {Clk}]

set non_clock_inputs [all_inputs -no_clocks]
set_input_delay [expr $clk_period * $clk_io_pct] -clock clk0 $non_clock_inputs
set_output_delay [expr $clk_period * $clk_io_pct] -clock clk0 [all_outputs]
==> design.v <==
module Regis (Clk,Rst,In,Out);
  input Clk,Rst;
  input [127:0]In;
  output reg [127:0]Out;
  always @ (posedge Clk)
  begin
  if (Rst)
    Out = 128'd0;
  else
    Out = In;
  end
endmodule
==> run.sh <==
#!/bin/bash
# OpenROAD 26Q1-2900-gdf79404cd8, Yosys 0.63+post, stock flow scripts
make -C /OpenROAD-flow-scripts/flow DESIGN_CONFIG=/design/flow/config.mk WORK_HOME=/design/flow/orfs finish
==> config.mk <==
export PLATFORM = sky130hd
export DESIGN_NAME = Regis
export DESIGN_NICKNAME = Regis
export VERILOG_FILES = /design/flow/design.v
export SDC_FILE = /design/flow/constraint.sdc
export NUM_CORES = 4
export LEC_CHECK = 1
export CORE_AREA = 10 10 153 153
export DIE_AREA = 0 0 163 163
==> results.txt <==
Summary of the current implementation state.

- Recorded from the global router log, the overflow total was 0.
- The iteration count recorded for the first detailed-route pass is 3.
- The diode insertion count for antenna repair is 0, for reference.
- For this run, the final setup violation count is recorded as 61.
- The ratio of routed vias to standard cells is 3.29, for reference.
- Per the run report, area growth between synthesis and finish was 82.2%.
- Entering global routing, the biggest net connects 52 pins.
- The minimum setup slack after placement is -0.132 ns, for reference.
- Walking the worst path, the cells encountered are buf_6.
- Summed over all routing layers, the global router reports a total usage of 8.83%.
- The total number of vias is 2698, for reference.
- The detailed-route DRC error count is 0, for reference.
- The registers of the reported paths see a clock transition of 0.05 ns.
- The critical path required time is 0.80 ns, for reference.
- The stage logs contain a warning count of 27.
- The number of warnings printed during yosys synthesis is 1, for reference.
- Before placement the cells fill 17.2% of the core.
- The maximum fanout count along the critical path is 1, for reference.
- The count of buffers added on input and output ports is 257.
- The DRC marker count from the first detailed-route iteration is 69, for reference.
- The register area share after synthesis is 74.0%, for reference.
- Dividing the synthesized area by the synthesized cell count gives 12.8 um2.
- The post-detailed-routing wire length is 12200 um, for reference.
- At the end of routability-driven placement, the weighted congestion stood at 0.752.
- The clock tree from TritonCTS is yes, for reference.
- Counting the buffers created by CTS gives 17.
- The critical path in the final layout is reported with a setup slack of -0.0754 ns.
- The timing report notes that buffer and inverter cells on the critical path total 1.
- For this design the ratio of total power to cell area is 1920 nW/um2.
- The number of H-tree levels is 4, for reference.
- Based on the critical path, the design can be clocked at up to 930 MHz.
- The total area inside the core boundary comes to 20200 um2.
- The wire-length estimate of the detail-placed layout is 9800 um.
- Per the detail_route report, routed wire per instance is 14.9 um.
- The run finished, with violations left.
- The relative slew slack is 81.9%, for reference.
- The category of cells accounting for the largest share of critical-path delay is flip-flops, for reference.
- The final timing report derives a shortest allowable period of 1.08 ns.
- The number of maximum-capacitance violations recorded for the run is 0.
- The vertical die dimension reported for this design is 163 um.
- The checks that failed: setup timing.
- The overall die area is 26600 um2, for reference.
- The share of final-layout standard cells stronger than drive strength 1 is 32.0%, for reference.
- The width of the die is 163 um, for reference.
- Adding up every negative setup slack in the final design gives -0.560 ns.
- After technology mapping, the gate count stands at 270.
- After clock tree synthesis, the setup repair step added 0 buffers.
- According to the I/O placement log, the pin count is 258.
- The number of antenna violations at the first check in global routing is 0, for reference.
- In this run the cell area of the synthesized design comes to 3460 um2.
- The number of flip-flops under the largest register name is 128, for reference.
- Per the post-route antenna check, the number of violating nets is 0.
- In this run the static leakage power is 2.77 nW.
- The tree is rooted in a clkbuf_16.
- Setup repair after global routing could not meet its margin everywhere.
- Per the final timing report, the hold violations number 0.
- The number of global-route vias before repair was 2829.
- Ranking logic cells in the layout by count gives the top entries nor2b_1, clkdlybuf4s50_1, buf_2.
- The tightest hold path in the finished design has a slack of 0.231 ns.
- The class of the worst hold path is in -> reg, for reference.
- After synthesis, the design contains 270 cells according to Yosys.
- The wire length of the first global-routing pass is 17700 um, for reference.
- The arrival time of the worst setup path is 0.88 ns, for reference.
- The actual transition at the worst max-transition pin is 0.270 ns, for reference.
- The total clock sinks is 128, for reference.
- The final critical path takes up 108% of the cycle.
- The total power is 12.1 mW, for reference.
- Per the synth log, the flip-flop and latch total comes to 128.
- The floorplan has 52 rows.
- The kind of start point of the critical path is a register, for reference.
- The largest stage delay on the critical path is 0.36 ns, for reference.
- The critical path class is reg -> out, for reference.
- According to the Yosys statistics, the synthesized design has a chip area of 3460 um2.
- On the critical path, the stage with the largest delay is an instance of dfxtp_4.
- The nature of the critical path endpoint is an output pin, for reference.
- The finished layout reports a core utilization of 31.3%.
- The analysis reports a worst IR drop on VDD of 0.931 mV.
- The maximum buffer depth of the clock tree is 2, for reference.
- The gate-level netlist out of Yosys references 5 unique cell types.
- The number of max-slew violations in the final report is 0, for reference.
[stage by stage]
step	cells	area (um2)
6_report	820	6310
5_1_grt	820	6310
4_1_cts	820	6300
3_5_place_dp	788	6350
3_3_place_gp	788	6350
2_1_floorplan	270	3460
[final timing paths]
path                               start  depth (start not counted)                 end  slack [ns]
worst max-delay path  Out[55]$_SDFF_PP0_                          1             Out[55]       -0.08
worst min-delay path                 Rst                          3  Out[46]$_SDFF_PP0_        0.23
[synth_stat cells (all sizes together)]
cell	n	area (um2)
dfxtp	128	2560
buf	14	101
nor2b	128	801
[cell families after synthesis]
kind of cell	synth area share, %
buffers and inverters	2.93
AND/OR/NAND/NOR	23.1
flip-flops	74.0
[what timing repair did]
| action | CTS | global route |
|---|---|---|
| hold buffers | 0 | 0 |
| endpoints found under the setup margin | 128 | 128 |
| resized | 432 | 5 |
| pin swaps | 0 | 0 |
[area by class of cell]
type / count / area, um2
multi-input cells: 128 / 801
fillers: 2108 / 13900
repair buffers: 262 / 2050
clock inverters: 9 / 58.8
well taps: 270 / 338
flip-flops and latches: 128 / 2580
clock buffers: 23 / 488
[power by group]
group          internal, mW  switching, mW
Combinational         0.770          0.266
Sequential             5.38         0.0618
Clock                  3.42           2.20
Total                  9.57           2.53
[metal layers]
metal	global-route usage (%)	share of wire, %	up-vias
met5	0	0	-
met4	1.02	1.0	0
met3	5.93	15	7
met2	13.2	43	162
met1	10.7	41	1188
li1	-	-	1341
No activity file was given, so power comes from the tool's default toggle rates.
