## design/flow/design.v

```verilog
module S_4bitmulitiplication(A,B,D);
  input [3:0]A,B;
  output [3:0]D;
  wire [1:0]x,y,p,q,r,s;
S_2bitAdd V2 (
             .X(A[3:2]), 
             .Y(A[1:0]), 
             .Z(x)
             );
S_2bitAdd V3 (
             .X(B[3:2]), 
             .Y(B[1:0]), 
             .Z(y)
             );
S_2bitAdd  V4 (
               .X(q), 
               .Y(r), 
               .Z(D[3:2])
               );
S_2bitAdd V5 (
              .X(r), 
              .Y(s), 
              .Z(D[1:0])
              );
S_2BitMulitiplication V6 (
    .X(A[3:2]), 
    .Y(B[3:2]), 
    .Z(p)
    );
 S_Multi_Constant V1 (
                     .X(p), 
                     .Y(s)
                     );
S_2BitMulitiplication V7 (
    .X(x), 
    .Y(y), 
    .Z(q)
    );
S_2BitMulitiplication V8 (
    .X(A[1:0]), 
    .Y(B[1:0]), 
    .Z(r)
    );
endmodule
module S_Multi_Constant(X,Y);
  input [1:0]X;
  output[1:0]Y;
  xor x1(Y[1],X[0],X[1]);
  assign Y[0]=X[1];
endmodule
module S_Multiplicative_Inv(A,B);
  input [3:0]A;
  output [3:0]B;
  wire [3:0]a,b,c,d;
S_Square_Block VA1 (
    .X(A), 
    .Y(a)
    );
S_Square_Block VA2 (
    .X(a), 
    .Y(b)
    );
S_Square_Block VA3 (
    .X(b), 
    .Y(c)
    );
S_4bitmulitiplication VA4 (
    .A(a), 
    .B(b), 
    .D(d)
    );
S_4bitmulitiplication VA5 (
    .A(d), 
    .B(c), 
    .D(B)
    );
endmodule 
module S_2BitMulitiplication(X,Y,Z);
  input [1:0]X,Y;
  output [1:0]Z;
  wire c,d,e,f,g;
  and a1(e,X[1],Y[1]);
  and a2(f,c,d);
  and a3(g,X[0],Y[0]);
  xor x1(c,X[1],X[0]);
  xor x2(d,Y[0],Y[1]);
  xor x3(Z[1],f,g);
  xor x4(Z[0],e,g);
endmodule
module S_2bitAdd(X,Y,Z);
  input[1:0]X,Y;
  output [1:0]Z;
  xor x1(Z[0],X[0],Y[0]);
  xor x2(Z[1],X[1],Y[1]);
endmodule
module S_Square_Block(X,Y);
  input [3:0]X;
  output [3:0]Y;
wire c;  
xor x1(c,X[0],X[1]);
xor x2(Y[1],X[1],X[2]);
xor x3(Y[2],X[2],X[3]);
xor x4(Y[0],X[3],c);
assign Y[3]=X[3];
endmodule
```

## design/flow/run.sh

```bash
#!/bin/bash
# OpenROAD 26Q1-2900-gdf79404cd8, Yosys 0.63+post, stock flow scripts
make -C /OpenROAD-flow-scripts/flow DESIGN_CONFIG=/design/flow/config.mk WORK_HOME=/design/flow/orfs finish
```

## design/flow/config.mk

```make
export PLATFORM = sky130hd
export DESIGN_NAME = S_Multiplicative_Inv
export DESIGN_NICKNAME = S_Multiplicative_Inv
export VERILOG_FILES = /design/flow/design.v
export SDC_FILE = /design/flow/constraint.sdc
export NUM_CORES = 4
export LEC_CHECK = 1
export CORE_AREA = 10 10 70 70
export DIE_AREA = 0 0 80 80
```

## design/flow/constraint.sdc

```tcl
current_design S_Multiplicative_Inv

set clk_period 1.1
set clk_io_pct 0.2

create_clock -name clk0 -period $clk_period

set non_clock_inputs [all_inputs -no_clocks]
set_input_delay [expr $clk_period * $clk_io_pct] -clock clk0 $non_clock_inputs
set_output_delay [expr $clk_period * $clk_io_pct] -clock clk0 [all_outputs]
```

==> impl_metrics.ini <==
; generated from flow reports
[grt]
grt_pass1_vias = 813
grt_use_total_pct = 6.503
grt.overflow.total = 0
grt_max_degree = 18
antenna_found_initial = 0
grt_pass1_wl_mm = 3.629

[die]
die_x_um = 80
ios = 8
chip_area_um2 = 6400
fp_util_pct = 20.70
die_h_um = 80
core_area_um2 = 3416
rows = 21

[sta]
worst-slew-pin-transition_ps = 345.1
hold_violations = 0
maxSlewViolCount = 0
setup_viol = 4
max_freq_ghz = 0.4038
finalClockPeriodUsage_pct = 225.1
rsz0062_at_grt = true
setup_ws_ps = -1377
fin_crit_ps = 2477
slew_headroom_pct = 76.95

[place]
dpl-instance-area_um2 = 1006
place_congestion = 0.8408
dp.final_hpwl_mm = 1.401
numPortBuffers = 8

[power_and_ir_drop]
p_total_mw = 1.158
irDropWorstVdd_uv = 304.4
powerDensity_nw_per_um2 = 948.0
p_leak_nw = 0.5026

[status]
violations = negative setup slack
status = complete, but fails checks

[critical_path]
cpMaxStageDelayCell = ha_4
end_kind = output port
path_max_fanout = 6
critPathLaunchType = input port
critPathKind = in2out
cp_cell_sequence = buf_8, clkinvlp_4, ha_4, inv_4, ha_4, buf_12, and3b_1, nor3_2, a31oi_4, a221oi_2, a31oi_2, buf_4, xor2_1, buf_2
path_common_cell = ha_4
crit_required_ps = 880
cp.arrival_ps = 2260
critPathMaxStageDelay_ps = 280

[finish]
seq_cells = 0
num-fill-cells = 331
layout-drive-gt1-share_pct = 50.75
design_area_um2 = 1221
regArea_um2 = 0
area_growth_pct = 72.74
num-clock-buffers = 0

[drt]
drc = 0
wl_per_cell_um = 11.59
drt_iter0_markers = 152
first_pass_iters = 4
n_antenna_cell = 0
routed_via_density = 4.722
postRouteAntennaNets = 0
drt-total-wl_mm = 2.086
vias = 850

[synthesis]
synth-adder-area-share_pct = 5.310
ys_sh_simple_pct = 26.37
synth_seq_share_pct = 0
synthesis.area_um2 = 706.9
ys_sh_aoi_pct = 40.35
yosys.area_share.xor_xnor_pct = 14.51
ys_warn_count = 0
synth_area_per_cell_um2 = 6.797
yosys-mux-area-fraction_pct = 1.416
synthTopLogicFamily = AND-OR/OR-AND gates
ys_types = 44
synth-cells-yosys = 104
ys_area_um2 = 706.9
synthCells = 104

[min_path]
hold_class = in2out

[clocking]
ctsHoldBuffers = 0

[run]
maxCapViolCount = 0
warnings = 35
-- cells by family (layout without fill, tap and decap cells) --
| family | Yosys count | after routing |
|---|---|---|
| compound gates | 37 | 37 |
| xor+xnor | 8 | 8 |
| simple gates | 36 | 36 |
| mux | 1 | 1 |
| fa+ha+maj | 3 | 3 |
| buf+inv | 19 | 49 |
-- cell usage in the layout, fill, tap and decap left out, drive strengths merged, types with 4 or more instances in the layout --
cell type and count:
xnor2 4, nor2 9, nand2 8, inv 7, a21oi 9, nor3 5
a31oi 4, o21ai 8, buf 39
-- synthesized netlist by cell type, drive strengths merged, types with 3 or more instances --
cell / n / area share, %
a21oi: 9 / 6.4
a31oi: 4 / 4.4
xor2: 3 / 3.7
o21ai: 8 / 5.7
inv: 8 / 4.6
nor3: 5 / 3.5
nor2: 9 / 5.8
nand2: 8 / 4.2
clkbuf: 4 / 2.1
ha: 3 / 5.3
nand3: 3 / 2.1
buf: 7 / 5.3
xnor2: 4 / 7.6
-- worst max-delay path: cells and delay by family --
kind,cells,cell delay [ps]
buffers and inverters,6,620
AND-OR/OR-AND,3,360
adder cells (fa/ha/maj),2,520
XOR/XNOR,1,150
AND/OR/NAND/NOR,2,380
-- where the power goes --
part / internal, mW / switching [mW] / leakage (nW)
sequential: 0 / 0 / 0
clock: 0 / 0 / 0
combinational: 0.659 / 0.498 / 0.503
-- through the flow --
stage	hold WS (ps)	worst slack, ps	std cells	util, %	TNS [ps]
detailed placement	1791	-2217	166	29.45	-8763
finish	1028	-1377	180	35.75	-5238
global placement	1821	-2203	166	29.45	-8715
global route	1058	-1489	180	35.75	-5650
CTS	1036	-1427	179	34.80	-5376
floorplan	728.9	-1163	104	-	-4494
-- worst paths after layout --
kind,start,cells after the start,slack [ps],to
setup / recovery,A[3],14,-1380,B[0]
hold / removal,A[3],5,1030,B[3]
-- per-layer routing --
metal | global-route usage (%) | part of all wire (%)
met5 | 0 | 0
met1 | 8.958 | 49
met3 | 0.2273 | 2.3
met2 | 11.48 | 49
met4 | 0.1761 | 0
-- area by class of cell --
class	count	area (um^2)	share of cell area [%]
Inverter	8	38.79	3.176
Timing Repair Buffer	41	392.9	32.17
Multi-Input combinational cell	85	732.0	59.94
Tap cell	46	57.56	4.713
-- timing repair --
action                                  in CTS  in global routing
pin swaps                                   15                  5
gates resized                               42                  4
endpoints found under the setup margin       4                  4
gates cloned                                 2                  0
setup buffers                               11                  1
No activity file was given, so power comes from the tool's default toggle rates.
